<file path="/design/flow/design.v">
module ascii_values(Sin,Sout);
input [7:0]Sin;
output [7:0]Sout;
assign Sout=(Sin==8'h45)?8'h30:			 
		(Sin==8'h16)?8'h31:		 
		(Sin==8'h1E)?8'h32:		 
		(Sin==8'h26)?8'h33:		 
		(Sin==8'h25)?8'h34:		 
		(Sin==8'h2E)?8'h35:		 
		(Sin==8'h36)?8'h36:		 
		(Sin==8'h3D)?8'h37:		 
		(Sin==8'h3E)?8'h38:		 
		(Sin==8'h46)?8'h39:		 
		(Sin==8'h1C)?8'h41:		 
		(Sin==8'h32)?8'h42:		 
		(Sin==8'h21)?8'h43:		 
		(Sin==8'h23)?8'h44:		 
		(Sin==8'h24)?8'h45:		 
		(Sin==8'h2B)?8'h46:		 
		(Sin==8'h1D)?8'h57:	   
		(Sin==8'h75)?8'h12:8'h2E;	
endmodule
</file>
<file path="/design/flow/run.sh">
#!/bin/bash
# OpenROAD 26Q1-2900-gdf79404cd8, Yosys 0.63+post, stock flow scripts
make -C /OpenROAD-flow-scripts/flow DESIGN_CONFIG=/design/flow/config.mk WORK_HOME=/design/flow/orfs finish
</file>
<file path="/design/flow/config.mk">
export PLATFORM = sky130hd
export DESIGN_NAME = ascii_values
export DESIGN_NICKNAME = ascii_values
export VERILOG_FILES = /design/flow/design.v
export SDC_FILE = /design/flow/constraint.sdc
export NUM_CORES = 4
export LEC_CHECK = 1
export CORE_AREA = 10 10 70 70
export DIE_AREA = 0 0 80 80
</file>
<file path="/design/flow/constraint.sdc">
current_design ascii_values

set clk_period 2.7
set clk_io_pct 0.2

create_clock -name clk0 -period $clk_period

set non_clock_inputs [all_inputs -no_clocks]
set_input_delay [expr $clk_period * $clk_io_pct] -clock clk0 $non_clock_inputs
set_output_delay [expr $clk_period * $clk_io_pct] -clock clk0 [all_outputs]
</file>
==> Changelog: implementation <==
## Flow update

* Area reported by Yosys stat at 485 sq um
* Post-layout util at 27.4%
* Total Wirelength at 1880 microns
* CP arrival at 2.08 ns
* Final setup margin at 0.0785 ns
* Sw frac at 48.4%
* Clk network pwr share at 0%
* Global route total overflow at 0
* Gate power share at 100.0%
* GP Congestion at 0.916
* Seq pwr share at 0%
* Share of layout cells above drive strength 1 at 48.5%
* Status: complete, no violations
* Boundary Pins at 16
* HPWL Detailed at 1380 microns
* Registers at 0
* DIE HEIGHT at about 80 microns
* Mapped Cells at around 69
* Slew Viols, Final at 0
* Vias in the first global route at 620
* Maxcap violations at 0
* Internal power at 0.0551 mW
* Lkg Pwr at 0.393 nW
* Fmax achieved at roughly 380 MHz
* First-pass GRT wire length at 2970 microns
* Worst min-delay path category: input pin to output port
* Seq share, synth at 0%
* Synth-to-layout area growth at 93.0%
* Worst setup path category: input pin to output port
* Largest area contributor in the netlist: nor3b_1
* Core ar. at 3420 sq um
* Fp util at 14.2%
* Post-route minimum period at 2.62 ns
* Die footprint at 6400 sq um
* Max IR drop VDD at 0.0409 mV
* Post-route DRC at 0
* Wirelength per Cell at 12.9 microns
* Fin crit share at 97.1%
* Antenna cells at 0
* Synthesized area at just under 500 sq um
* Top cells, area: nor3b_1 6.2%, nor2b_1 5.2%, o41ai_2 3.4%, buf_2 3.1%, nand3_1 3.1%
* DR iter-0 viols at 63
* Distinct lib cells at 47
* Yosys cell count at just under 70
* Row count at 21
* Number of synthesis warnings at 0
* Initial antenna violation count at 0
* Avg Cell Area, Syn at 7.04 sq um
* Via density per instance at 4.49
* Hold Violations, Final at 0
* Setup crit end kind: output port
* Gr usage total at 5.50%
* Tool warnings at 32
* Crit start category: input pin
* ANT nets after route at 0
* Final tally of setup violations at 0
* First-pass DRT Iterations at 6
* # clk buffers at 0
* Total power at 0.107 mW
* Crit path DRT at 2.16 ns
* Place WS at -0.498 ns
* Crit-path max FO at 6
* Commonest cells post-synth: 4 x nand2_1, 4 x nor2b_1, 4 x nor3b_1
* DR vias at 651
* Die Wd at 80 microns
* Area leader share at under 10%
* # port buffers at 15
* Setup crit start: Sin[3]
* Pwr/cell area at 114 nW/um^2
* Storage cell area at 0 sq um
* Switching power at 0.0517 mW
* Hold path startpoint: Sin[2]
* RSZ-0062 raised after global routing: false
* Largest net degree at the start of global routing at 12
-- through the flow --
stage / setup TNS, ns / area [sq um] / hold WS, ns / instances
floorplan: 0 / 485 / 1.25 / 69
global placement: -2.73 / 787 / 2.21 / 141
detailed placement: -2.88 / 787 / 2.21 / 141
CTS: 0 / 930 / 1.74 / 145
global route: 0 / 937 / 1.78 / 145
finish: 0 / 937 / 1.74 / 145
-- timing repair --
action                                  in CTS  in global routing
gates resized                               59                  1
pin swaps                                   12                  1
endpoints found under the setup margin       7                  2
hold buffers                                 0                  0
gates cloned                                 2                  0
setup buffers                                2                  0
-- cell usage in the layout, fill, tap and decap left out, types with 2 or more instances in the layout --
cell,instances
nor2_1,2
buf_6,6
buf_2,2
or4_4,2
buf_4,18
inv_1,3
nor3b_2,2
or2_1,2
o211ai_1,2
dlygate4sd2_1,9
a22oi_1,2
nand3_1,2
nor2b_1,2
clkdlybuf4s15_2,3
nor3b_1,2
a21oi_1,2
nand2_1,4
a31oi_1,2
-- critical path: stages --
cell	delay, ns
dlygate4sd2_1	0.26
buf_6	0.14
and4b_2	0.25
o21ai_4	0.13
buf_4	0.14
nand3_4	0.07
buf_4	0.14
o21a_1	0.17
dlygate4sd2_1	0.24
-- power by group through the flow --
stage | clock network (mW) | registers, mW | logic, mW
after CTS | 0 | 0 | 0.105
after global routing | 0 | 0 | 0.115
final | 0 | 0 | 0.107
-- logic make-up after synthesis --
family                 count (synthesis)  share of synthesized area, %
multiplexers                           2                          4.38
AND/OR/NAND/NOR                       33                          46.1
buffers and inverters                 11                          12.4
XOR/XNOR                               1                          1.80
AND-OR/OR-AND                         21                          34.5
other                                  1                         0.772
-- per-layer routing --
metal,up-vias,track usage (%),routed length [microns]
met2,27,7.95,760
met1,292,8.20,895
met3,0,1.59,220
met5,-,0,0
met4,0,0.176,0
li1,332,-,-
-- final timing paths --
check	slack [ns]	endpoint	cells past startpoint
setup / recovery	0.08	Sout[4]	9
hold / removal	1.74	Sout[2]	4
-- cell type report --
| cell class | count | area, sq um |
|---|---|---|
| Fill cell | 362 | 2480 |
| Multi-Input combinational cell | 58 | 543 |
| Timing Repair Buffer | 38 | 325 |
| Tap cell | 46 | 57.6 |
| Inverter | 3 | 11.3 |
Power figures rest on the tool's default switching activity, not on a simulated workload.
