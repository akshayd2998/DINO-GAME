<file path="flow/constraint.sdc">
current_design KEYBOARD_GAME

set clk_period 1.0
set clk_io_pct 0.2

create_clock -name clk0 -period $clk_period [get_ports {clk}]

set non_clock_inputs [all_inputs -no_clocks]
set_input_delay [expr $clk_period * $clk_io_pct] -clock clk0 $non_clock_inputs
set_output_delay [expr $clk_period * $clk_io_pct] -clock clk0 [all_outputs]
</file>
<file path="flow/design.v">
module KEYBOARD_GAME(clk,rst,kb_clk,kb_data,ascii_count);
input clk, rst,kb_clk,kb_data;
output [7:0] ascii_count;
wire st,rst_st;
PS2_KEYBOARD U2(kb_data,st,kb_clk,ascii_count,rst,clk);
endmodule
module PS2_KEYBOARD(kb_data,st,kb_clk,led_out,rst,clk);
input kb_data,clk,kb_clk,rst;
output [8:0]led_out;
output reg st;
reg [5:0]count;
reg [32:0]shift;
wire delay_kb_clk;
wire [8:0]areg;
reg [2:0]delay_kb_clk_shift_reg;
reg [1:0]ps,ns;
parameter idle = 2'b00, rst_count = 2'd1,gen_st=2'd2;
always @(posedge clk,negedge rst)
	begin
		if(!rst)
			delay_kb_clk_shift_reg<=3'd0;
		else
			delay_kb_clk_shift_reg<={kb_clk,delay_kb_clk_shift_reg[2:1]};
	end
assign delay_kb_clk=delay_kb_clk_shift_reg[0];	
always @(negedge delay_kb_clk,negedge rst)
	begin
		if(!rst)
			shift<=33'd0;
		else
			shift<={kb_data,shift[32:1]};
	end
assign led_out=shift[8:0];
always @(posedge clk,negedge rst)
	begin
		if(!rst)
			ps <= idle;
		else
			ps <= ns;
end
always @(ps, count)
begin
		case (ps)
		idle:
			if (count == 6'd33)
				ns <= rst_count;
			else
				ns <= idle;
		rst_count:
				ns <= gen_st;
		default:
				ns <= idle;
		endcase		
end
always @(posedge clk,negedge rst)
	begin
		if(!rst)
			st <= 1'b1;
		else
			if (ps== idle)
				st<= 1'b1;
			else
				if (ps == gen_st)
					st <= 1'b0;
				else
					st <= st;
	end					
wire rst_counter;
assign rst_counter = (rst== 1'b0)?1'b0:1'b1	;						
always @(posedge delay_kb_clk,negedge rst_counter)
	begin
		if(!rst_counter)	
			count<=6'd0;
		else
			count<=count+	6'd1;
	end
endmodule			
</file>
<file path="flow/run.sh">
#!/bin/bash
# OpenROAD 26Q1-2900-gdf79404cd8, Yosys 0.63+post, stock flow scripts
make -C /OpenROAD-flow-scripts/flow DESIGN_CONFIG=/design/flow/config.mk WORK_HOME=/design/flow/orfs finish
</file>
<file path="flow/config.mk">
export PLATFORM = sky130hd
export DESIGN_NAME = KEYBOARD_GAME
export DESIGN_NICKNAME = KEYBOARD_GAME
export VERILOG_FILES = /design/flow/design.v
export SDC_FILE = /design/flow/constraint.sdc
export NUM_CORES = 4
export LEC_CHECK = 1
export CORE_AREA = 10 10 93 93
export DIE_AREA = 0 0 103 103
</file>
==> flow_metrics.tcl <==
# metrics dict for downstream scripts
set metrics [dict create \
    outcome "finished, final reports clean" \
    hold_buffers 0 \
    setup_violations 0 \
    slew_violations 0 \
    antenna_left 0 \
    clock_latency_ps 210 \
    rows 30 \
    grt_pass1_vias 358 \
    r2r_cells 0 \
    internal_power_mw 0.519 \
    crit_path_start_kind "input port" \
    ys_area_um2 961 \
    drt-initial-drc-count 4 \
    root_buffer "clkbuf_8" \
    vdd_drop_max_mv 0.818 \
    clkTransAtPathRegs_ps 30 \
    viasPerCell 2.39 \
    r2r-end "U2.delay_kb_clk_shift_reg[0]" \
    area_growth_pct 21.1 \
    min_period_ps 502 \
    syn_area_per_cell_um2 21.8 \
    ys_sh_simple_pct 0 \
    postCtsSetupBuffers 0 \
    place.gp.congestion 0.723 \
    rrSetupSlack_ps 540 \
    met2_usage_pct 2.63 \
    synthCells 44 \
    log.warning_count 25 \
    ys_seq_share_pct 93.8 \
    slowest_delay_ps 390 \
    hp-class "input port to asynchronous set/reset pin" \
    top_area_share_pct 85.9 \
    cts.repair.resized 0 \
    p_leak_nw 0.490 \
    clkPwrFrac_pct 53.5 \
    vias 315 \
    h-tree-depth 1 \
    synthAoiAreaFrac_pct 0 \
    totalWireLength_mm 1.03 \
    tightest_slew_ps 795 \
    antenna_found_initial 0 \
    ys_cells 44 \
    hold_viol 0 \
    initCoreUtil_pct 14.2 \
    synthDistinctLibCells 3 \
    crit_path_end_kind "flip-flop" \
    cts_tree "yes" \
    grt_use_total_pct 2.11 \
    p_sw_share_pct 19.9 \
    finalClockSkew_ps 2.25 \
    grt-ovfl-total 0 \
    path_max_fanout 1 \
    die-area_um2 10600 \
    p_sw_mw 0.129 \
    wl_per_cell_um 7.83 \
    cts_buffers 3 \
    p_seq_share_pct 38.3 \
    dp_slack_ps 283 \
    cap_violations 0 \
    comb_cells 0 \
    synth_area_um2 961 \
    largest_reg_flops 33 \
    logic_area_um2 0 \
    use_met1_pct 3.28 \
    grt_pass1_wl_mm 1.78 \
    cp_top_family "buffers and inverters" \
    finalClockPeriodUsage_pct 50.2 \
    crit_type "input port to flip-flop" \
    worstPathCellList "clkdlybuf4s50_1" \
    max_freq_ghz 1.99 \
    r2r_start "U2.delay_kb_clk_shift_reg[1]" \
    required_ps 1090 \
    ys_sh_adder_pct 0 \
    path_buffers 1 \
    arrival_ps 590 \
    cts_max_path_buffers 2 \
    unclocked_pins 33 \
    die_h_um 103 \
    grt_max_degree 34 \
    logic_family "buffers and inverters" \
    fin_setup_tns_ps 0 \
    mux_area_share_pct 0 \
    crit_start "kb_clk" \
    post_dp_cell_area_um2 1120 \
    final_layout_size_suffix_gt1_share_pct 7.69 \
    worst_path_max_delay_cell "clkdlybuf4s50_1" \
    grt.busiest_layer "met1" \
    timing.final.ws_setup_ps 498 \
    yosysWarnings 2 \
    power_density_nw_per_um2 557 \
    rsz0062_at_grt "no" \
    top_cells_by_area "dfrtn_1, dfrtp_1, buf_4" \
    synth-seq-cells 36 \
    ys_sh_xor_pct 0 \
    drc 0 \
    coreArea_um2 6760 \
    yosys.area.top_type "dfrtn_1" \
    portBuffers 11 \
    design_area_um2 1160 \
    hpwlAfterDp_um 732 \
    power.share.combinational_pct 8.2 \
    antenna_cells 0 \
    untimed_endpoints 41 \
    die_w_um 103 \
    firstDrtPassIters 2 \
    use_met3_pct 1.08 \
    pin_count 12 \
    relSlewSlack_pct 47.0 \
]
-- how the worst max path moves through the flow --
stage / end / slack (ps) / cells past startpoint
finish: U2.delay_kb_clk_shift_reg[2] / 500 / 1
global route: U2.delay_kb_clk_shift_reg[2] / 490 / 1
CTS: U2.delay_kb_clk_shift_reg[2] / 500 / 1
-- metal layers --
metal  wire length (um)  vias to the layer above  share of wire, %
li1                   -                      140                 -
met1                616                      161                60
met2                302                       14                29
met3                115                        0                11
met4                  0                        0                 0
met5                  0                        -                 0
-- layout make-up --
type | instances | area (um2)
timing repair buffer | 12 | 118
fill | 724 | 5590
clock buffer | 4 | 45.0
tap | 80 | 100
sequential | 36 | 901
-- per-stage QoR --
| stage | cells | hold slack, ps | power (mW) | utilization [%] |
|---|---|---|---|---|
| 3_5_place_dp | 128 | 336 | 0.306 | 16.6 |
| 6_report | 132 | 185 | 0.648 | 17.2 |
| 3_3_place_gp | 128 | 337 | 0.300 | 16.6 |
| 2_1_floorplan | 44 | -95.6 | 0.251 | - |
| 4_1_cts | 132 | 186 | 0.664 | 17.2 |
| 5_1_grt | 132 | 192 | 0.690 | 17.2 |
-- cells in the final DEF, fill, tap and decap left out --
cell type	instances
dfrtp_1	3
dfrtn_1	33
clkdlybuf4s50_1	11
clkbuf_1	1
buf_4	1
clkbuf_8	3
-- kinds of logic after synthesis --
kind of cell,count (synthesis)
flops,36
buf+inv,8
-- power groups by stage --
stage | clock network (mW) | logic (mW) | registers, mW
4_1_cts | 0.358 | 0.0558 | 0.250
5_1_grt | 0.373 | 0.0615 | 0.256
6_report | 0.346 | 0.0531 | 0.248
-- synthesized netlist by cell type, drive strengths merged --
master,number
dfrtn,33
dfrtp,3
buf,8
No activity file was given, so power comes from the tool's default toggle rates.
