`./design.v`:
```
module NUM_COUNT(
input [11:0]Count_In,
output [11:0]initial_addr
);
assign initial_addr= (Count_In == 12'd1)?12'd64:
							(Count_In == 12'd2)?12'd128:
							(Count_In == 12'd3)?12'd192:
							(Count_In == 12'd4)?12'd256:
							(Count_In == 12'd5)?12'd320:
							(Count_In == 12'd6)?12'd384:
							(Count_In == 12'd7)?12'd448:
							(Count_In == 12'd8)?12'd512:
							(Count_In == 12'd9)?12'd576:12'd0;
endmodule							
```
`./run.sh`:
```
#!/bin/bash
# OpenROAD 26Q1-2900-gdf79404cd8, Yosys 0.63+post, stock flow scripts
make -C /OpenROAD-flow-scripts/flow DESIGN_CONFIG=/design/flow/config.mk WORK_HOME=/design/flow/orfs finish
```
`./config.mk`:
```
export PLATFORM = sky130hd
export DESIGN_NAME = NUM_COUNT
export DESIGN_NICKNAME = NUM_COUNT
export VERILOG_FILES = /design/flow/design.v
export SDC_FILE = /design/flow/constraint.sdc
export NUM_CORES = 4
export LEC_CHECK = 1
export CORE_AREA = 10 10 70 70
export DIE_AREA = 0 0 80 80
```
`./constraint.sdc`:
```
current_design NUM_COUNT

set clk_period 2.0
set clk_io_pct 0.2

create_clock -name clk0 -period $clk_period

set non_clock_inputs [all_inputs -no_clocks]
set_input_delay [expr $clk_period * $clk_io_pct] -clock clk0 $non_clock_inputs
set_output_delay [expr $clk_period * $clk_io_pct] -clock clk0 [all_outputs]
```
==> flow_metrics.env <==
# physical design summary
export IMPL_status="finished, final reports clean"
export IMPL_syn_area_per_cell_um2=7.31
export IMPL_yosysWarnings=0
export IMPL_vias_per_cell=2.31
export IMPL_critPathArrivalTime_ps=1560
export IMPL_logic_family="buffers and inverters"
export IMPL_nClkBuffers=0
export IMPL_timing_setup_tns_ps=0
export IMPL_overflow=0
export IMPL_via_count=194
export IMPL_die_x_um=80
export IMPL_power_density_nw_per_um2=94.3
export IMPL_regArea_um2=0
export IMPL_ioPinCount=24
export IMPL_insertedDiodeCount=0
export IMPL_die_h_um=80
export IMPL_rsz0062_at_grt="true"
export IMPL_postSynthCellCount=19
export IMPL_chip_area_um2=6400
export IMPL_warnings=33
export IMPL_hold_class="in2out"
export IMPL_min_period_ps=1960
export IMPL_synth_cells_yosys=19
export IMPL_clockPowerShare_pct=0
export IMPL_floorplan_core_util_pct=4.07
export IMPL_wl_per_cell_um=8.37
export IMPL_rows=21
export IMPL_drt_first_pass_iters=1
export IMPL_seq_cells=0
export IMPL_crit_type="in2out"
export IMPL_ant_nets=0
export IMPL_p_total_mw=0.0348
export IMPL_p_seq_share_pct=0
export IMPL_yosysTopAreaCell="buf_4"
export IMPL_p_int_mw=0.0217
export IMPL_p_leak_nw=0.171
export IMPL_ys_seq_share_pct=0
export IMPL_drc=0
export IMPL_grt_pass1_vias=229
export IMPL_ys_sh_simple_pct=43.2
export IMPL_finalHoldViolations=0
export IMPL_netSwitchingFraction_pct=37.7
export IMPL_maxCapViolCount=0
export IMPL_hold_slack_ps=1160
export IMPL_setup_viol_count_final=0
export IMPL_cp_max_fo=4
export IMPL_grt_max_degree=5
export IMPL_grt_pass1_wl_mm=1.11
export IMPL_end_kind="output pin"
export IMPL_vdd_ir_drop_max_mv=0.0166
export IMPL_hpwl_um=573
export IMPL_portBuffers=16
export IMPL_final_area_um2=369
export IMPL_first_iter_violations=0
export IMPL_synthMuxAreaShare_pct=0
export IMPL_period_used_pct=97.9
export IMPL_fp_coreArea_um2=3420
export IMPL_slew_violations=0
export IMPL_globalRouteTotalUtil_pct=2.08
export IMPL_switching_power_mw=0.0131
export IMPL_layout_drive_gt1_share_pct=50.0
export IMPL_timing_fmax_mhz=510
export IMPL_top_cell_area_share_pct=43.2
export IMPL_wl_um=703
export IMPL_syn_area_um2=139
export IMPL_place_congestion=0.759
export IMPL_ys_chip_area_um2=139
export IMPL_synthAdderAreaFrac_pct=0
export IMPL_dpl_cell_area_um2=323
export IMPL_power_frac_comb_pct=100.0
export IMPL_worst_slack_ps=41.1
export IMPL_aoi_share_pct=5.41
export IMPL_whs_path_depth=4
export IMPL_dp_slack_ps=-578
export IMPL_antenna_found_initial=0
export IMPL_startpoint_type="input pin"
export IMPL_synth_area_top_cells="buf_4, nor4b_2, nor4_1, or4_4, or3b_1"
export IMPL_xor_share_pct=0
export IMPL_synth_distinct_cells=10
export IMPL_area_growth_pct=166
export IMPL_worstPathRequired_ps=1600
export IMPL_synth_top_cell_by_count="buf_4"
export IMPL_common_cells="buf_4, inv_1, nor4_1"
[cell families (layout without fill, tap and decap cells)]
kind of cell | Yosys count | count (layout)
AOI/OAI and AO/OA | 1 | 1
other | 1 | 8
and+or+nand+nor | 7 | 7
buffers and inverters | 10 | 22
[final cells by class]
class / count / area, um^2
Fill cell: 406 / 3050
Timing Repair Buffer: 20 / 168
Multi-Input combinational cell: 16 / 136
Tap cell: 46 / 57.6
Inverter: 2 / 7.51
[what timing repair did]
action | in CTS | in global routing
endpoints found under the setup margin | 4 | 3
pin swaps | 5 | 2
buffers inserted | 4 | 0
hold buffers | 0 | 0
gates resized | 35 | 11
[per-stage QoR]
stage	util (%)	cells
final	10.8	84
after global routing	10.8	84
after CTS	10.4	84
after detailed placement	9.45	80
after global placement	9.45	80
after floorplan	-	26
[final timing paths]
path | startpoint | to
worst max-delay path | Count_In[9] | initial_addr[6]
worst min-delay path | Count_In[9] | initial_addr[7]
[cells in the final DEF (no fill, tap or decap), drive strengths merged]
master / instances
buf: 10
conb: 8
clkbuf: 3
dlygate4sd2: 3
inv: 2
or4: 2
clkdlybuf4s15: 2
nor4: 2
o21a: 1
nor4b: 1
or3b: 1
nor3: 1
dlymetal6s2s: 1
clkdlybuf4s50: 1
[per-layer routing]
metal | GRT usage, % | part of all wire [%] | up-vias
li1 | - | - | 89
met1 | 2.97 | 44 | 88
met2 | 2.97 | 41 | 17
met3 | 0.909 | 15 | 0
met4 | 0 | 0 | 0
met5 | 0 | 0 | -
[power by group through the flow]
stage     Combinational [mW]  Clock, mW  Sequential (mW)
5_1_grt               0.0383          0                0
4_1_cts               0.0320          0                0
6_report              0.0348          0                0
[critical path: stages]
cell,delay (ps)
buf_6,90
or4_4,580
buf_6,150
nor4b_4,220
buf_2,130
